**flow/design.v**
```verilog
module Shifter(
  input         clock,
  input         reset,
  input  [31:0] io_in,
  input  [4:0]  io_amount,
  input  [1:0]  io_operation,
  output [31:0] io_out
);
  wire [63:0] extended_in = {io_in,32'h0};  
  wire [62:0] _GEN_3 = {{31'd0}, io_in};  
  wire [62:0] _io_out_T = _GEN_3 << io_amount;  
  wire [31:0] _io_out_T_1 = io_in >> io_amount;  
  wire [31:0] _io_out_T_4 = $signed(io_in) >>> io_amount;  
  wire [63:0] _io_out_T_5 = extended_in >> io_amount;  
  wire [31:0] _io_out_T_9 = _io_out_T_5[63:32] | _io_out_T_5[31:0];  
  wire [31:0] _GEN_0 = io_operation == 2'h2 ? _io_out_T_4 : _io_out_T_9;  
  wire [31:0] _GEN_1 = io_operation == 2'h1 ? _io_out_T_1 : _GEN_0;  
  wire [62:0] _GEN_2 = io_operation == 2'h0 ? _io_out_T : {{31'd0}, _GEN_1};  
  assign io_out = _GEN_2[31:0];
endmodule
```
**flow/run.sh**
```bash
#!/bin/bash
# OpenROAD 26Q1-2900-gdf79404cd8, Yosys 0.63+post, stock flow scripts
make -C /OpenROAD-flow-scripts/flow DESIGN_CONFIG=/design/flow/config.mk WORK_HOME=/design/flow/orfs finish
```
**flow/config.mk**
```make
export PLATFORM = sky130hd
export DESIGN_NAME = Shifter
export DESIGN_NICKNAME = Shifter
export VERILOG_FILES = /design/flow/design.v
export SDC_FILE = /design/flow/constraint.sdc
export NUM_CORES = 4
export LEC_CHECK = 1
export CORE_UTILIZATION = 50
```
**flow/constraint.sdc**
```tcl
current_design Shifter

set clk_period 5.9
set clk_io_pct 0.2

create_clock -name clk0 -period $clk_period

set non_clock_inputs [all_inputs -no_clocks]
set_input_delay [expr $clk_period * $clk_io_pct] -clock clk0 $non_clock_inputs
set_output_delay [expr $clk_period * $clk_io_pct] -clock clk0 [all_outputs]
```
==> impl_metrics.env <==
# yosys + openroad results
export IMPL_finalInstanceArea_sq_um=6400
export IMPL_grt_use_total_pct=46.6
export IMPL_grt_setup_unrepaired="false"
export IMPL_fp_util_pct=52.3
export IMPL_finalCritPeriodShare_pct=90.6
export IMPL_power_density_nw_per_um2=108
export IMPL_ys_chip_area_sq_um=5790
export IMPL_drc=0
export IMPL_syn_area_sq_um=5790
export IMPL_worstPathArrival_ns=4.17
export IMPL_dieArea_sq_um=12000
export IMPL_setup_tns_final_ns=0
export IMPL_holdWs_ns=3.17
export IMPL_area_leaders="mux4_2 24%, mux2i_1 12%, nor2_1 5.2%"
export IMPL_dp_slack_ns=0.631
export IMPL_leakagePower_nw=2.33
export IMPL_combGateArea_sq_um=5220
export IMPL_wirelength_um=25900
export IMPL_synth_cells=747
export IMPL_synthToLayoutAreaGrowth_pct=10.4
export IMPL_yosys_cell_count_top_type="nor2_1"
export IMPL_dr_pass1_iters=6
export IMPL_numPortBuffers=71
export IMPL_fp_dieH_um=110
export IMPL_ctsResizeCount=0
export IMPL_status="finished clean"
export IMPL_hold_start="io_amount[4]"
export IMPL_drt_iter0_markers=946
export IMPL_drv_cap=0
export IMPL_power_uw=688
export IMPL_pin_count=73
export IMPL_cts_setup_buffers=0
export IMPL_ys_seq_share_pct=0
export IMPL_syn_area_per_cell_sq_um=7.76
export IMPL_core_area_sq_um=11100
export IMPL_relSlewSlack_pct=44.3
export IMPL_yosysTopAreaCell="mux4_2"
export IMPL_overflow=0
export IMPL_holdCritPathClass="in -> out"
export IMPL_critPathKind="in -> out"
export IMPL_ff_latch_area_sq_um=0
export IMPL_antenna_found_initial=0
export IMPL_max_freq_mhz=187
export IMPL_rows=38
export IMPL_grt_pass1_wl_um=39300
export IMPL_grt_max_degree=53
export IMPL_place_gp_congestion=1.12
export IMPL_post_dp_cell_area_sq_um=6400
export IMPL_yosys_stat_cells=747
export IMPL_fin_ws_ns=0.553
export IMPL_flops=0
export IMPL_worstPathMaxFanout=12
export IMPL_post_dp_hpwl_um=19200
export IMPL_critPathLaunchType="primary input"
export IMPL_cp_end_kind="output pin"
export IMPL_fp_dieW_um=110
export IMPL_min_period_ns=5.35
export IMPL_fillers=985
export IMPL_routedWlPerCell_um=29.1
export IMPL_viasPerCell=7.85
export IMPL_antenna_left=0
export IMPL_required_ns=4.72
export IMPL_vias=6976
export IMPL_slew_violations=0
export IMPL_hold_path_cell_count=3
export IMPL_ir_worst_vdd_v=0.000121
export IMPL_clock_buffer_count=0
export IMPL_synth_distinct_cells=72
export IMPL_worstMarginPinSlew_ns=0.833
export IMPL_top_area_share_pct=23.7
export IMPL_hold_viol=0
export IMPL_warnings=35
export IMPL_whs_endpoint="io_out[11]"
export IMPL_diodes=0
export IMPL_hold_buffers=0
export IMPL_setup_viol=0
export IMPL_synthTopCellsByCount="81 x nor2_1, 71 x mux2i_1, 71 x nand2_1"
export IMPL_final_layout_size_suffix_gt1_share_pct=18.0
export IMPL_grt_pass1_vias=6440
export IMPL_ys_warn_count=0
## per-stage QoR
step	std cells	utilization [%]
3_5_place_dp	889	57.7
4_1_cts	889	57.7
5_1_grt	889	57.7
6_report	889	57.7
3_3_place_gp	889	57.7
2_1_floorplan	747	-
## routing by layer
metal,GRT usage (%),vias up,share of wire [%]
met5,0,-,0
li1,-,2948,-
met1,64.3,3240,37
met3,21.2,95,17
met2,64.5,693,41
met4,19.1,0,5.6
## worst max path at each step
stage,from,endpoint,slack (ns),cells after the start
4_1_cts,io_in[31],io_out[19],0.64,8
5_1_grt,io_amount[0],io_out[24],0.40,10
6_report,io_in[31],io_out[19],0.55,8
## cell usage in the layout, fill, tap and decap left out, drive strengths merged, types with 11 or more instances in the layout
| cell | instances |
|---|---|
| clkdlybuf4s50 | 66 |
| buf | 35 |
| o22ai | 12 |
| o211ai | 15 |
| o221ai | 11 |
| a31oi | 18 |
| a21oi | 39 |
| o21ai | 39 |
| nand2 | 71 |
| nand3 | 12 |
| nand2b | 13 |
| mux2i | 71 |
| mux4 | 61 |
| nor3 | 25 |
| nor2 | 81 |
| mux2 | 33 |
| a211oi | 13 |
## final cells by class
cell class | instances | share of cell area [%]
multi-input cells | 640 | 81.6
repair buffers | 101 | 15.1
well taps | 140 | 2.74
inverters | 8 | 0.509
## logic make-up (layout without fill, tap and decap cells)
| group | Yosys count | in the layout | synth area share, % |
|---|---|---|---|
| compound gates | 231 | 231 | 28.1 |
| simple gates | 244 | 244 | 19.4 |
| buf+inv | 107 | 109 | 9.89 |
| mux | 165 | 165 | 42.6 |
## power by group
part / internal (mW) / switching [mW] / total [mW]
logic: 0.302 / 0.387 / 0.688
registers: 0 / 0 / 0
clock network: 0 / 0 / 0
total: 0.302 / 0.387 / 0.688
## worst max-delay path: stages
cell and delay (ns):
clkdlybuf4s50_1 0.82, nor4bb_1 0.28, a31oi_1 0.11, o22ai_1 0.43, a21oi_1 0.26, a2111oi_0 0.44, o31a_1 0.19, clkdlybuf4s50_1 0.46
Power and IR drop assume default switching activity.

### /design/flow/run.sh
#!/bin/bash
# OpenROAD 26Q1-2900-gdf79404cd8, Yosys 0.63+post, stock flow scripts
make -C /OpenROAD-flow-scripts/flow DESIGN_CONFIG=/design/flow/config.mk WORK_HOME=/design/flow/orfs finish
### /design/flow/config.mk
export PLATFORM = sky130hd
export DESIGN_NAME = ALU
export DESIGN_NICKNAME = ALU
export VERILOG_FILES = /design/flow/design.v
export SDC_FILE = /design/flow/constraint.sdc
export NUM_CORES = 4
export LEC_CHECK = 1
export CORE_UTILIZATION = 50
### /design/flow/constraint.sdc
current_design ALU

set clk_period 20.9
set clk_io_pct 0.2

create_clock -name clk0 -period $clk_period

set non_clock_inputs [all_inputs -no_clocks]
set_input_delay [expr $clk_period * $clk_io_pct] -clock clk0 $non_clock_inputs
set_output_delay [expr $clk_period * $clk_io_pct] -clock clk0 [all_outputs]
### /design/flow/design.v
module Adder(
  input         io_cin,
  input  [31:0] io_A_in,
  input  [31:0] io_B_in,
  output        io_zero,
  output        io_carry,
  output        io_overflow,
  output        io_negative,
  output [31:0] io_O_out
);
  wire [31:0] _B_in_not_T_1 = ~io_B_in;  
  wire [31:0] B_in_not = io_cin ? _B_in_not_T_1 : io_B_in;  
  wire [32:0] _res_T = io_A_in + B_in_not;  
  wire [32:0] _GEN_0 = {{32'd0}, io_cin};  
  wire [33:0] res = _res_T + _GEN_0;  
  assign io_zero = io_O_out == 32'h0;  
  assign io_carry = res[32];  
  assign io_overflow = io_A_in[31] & B_in_not[31] & ~res[31] | ~io_A_in[31] & ~B_in_not[31] & res[31];  
  assign io_negative = res[31];  
  assign io_O_out = res[31:0];  
endmodule
module ALU(
  input         clock,
  input         reset,
  input  [31:0] io_A_in,
  input  [31:0] io_B_in,
  input  [3:0]  io_ALU_op,
  output [31:0] io_ALU_out,
  output        io_Zero,
  output        io_Less,
  output        io_Overflow_out
);
  wire  adder_io_cin;  
  wire [31:0] adder_io_A_in;  
  wire [31:0] adder_io_B_in;  
  wire  adder_io_zero;  
  wire  adder_io_carry;  
  wire  adder_io_overflow;  
  wire  adder_io_negative;  
  wire [31:0] adder_io_O_out;  
  wire  _ctrl_T_1 = ~io_ALU_op[3];  
  wire  _ctrl_T_3 = ~io_ALU_op[1];  
  wire  _ctrl_T_10 = ~io_ALU_op[3] & io_ALU_op[2] & io_ALU_op[0];  
  wire  _ctrl_T_14 = io_ALU_op[3] & io_ALU_op[1];  
  wire  ctrl_hi = ~io_ALU_op[3] & ~io_ALU_op[1] | ~io_ALU_op[3] & io_ALU_op[2] & io_ALU_op[0] | io_ALU_op[3] & io_ALU_op
    [1];  
  wire  _ctrl_T_18 = ~io_ALU_op[2];  
  wire  ctrl_hi_1 = _ctrl_T_1 & ~io_ALU_op[2] & _ctrl_T_3 | io_ALU_op[3] & ~io_ALU_op[2] & ~io_ALU_op[0] | io_ALU_op[2]
     & io_ALU_op[1] & ~io_ALU_op[0] | _ctrl_T_14;  
  wire  ctrl_lo = _ctrl_T_18 & _ctrl_T_3 | _ctrl_T_10 | io_ALU_op[3] & io_ALU_op[2] & io_ALU_op[1];  
  wire [2:0] ctrl = {ctrl_hi,ctrl_hi_1,ctrl_lo};  
  wire [31:0] _A_in_not_T_1 = ~io_A_in;  
  wire [31:0] A_in_not = io_ALU_op[0] ? _A_in_not_T_1 : io_A_in;  
  wire  tocount_31 = ~A_in_not[31];  
  wire  tocount_30 = tocount_31 & ~A_in_not[30];  
  wire  tocount_29 = tocount_30 & ~A_in_not[29];  
  wire  tocount_28 = tocount_29 & ~A_in_not[28];  
  wire  tocount_27 = tocount_28 & ~A_in_not[27];  
  wire  tocount_26 = tocount_27 & ~A_in_not[26];  
  wire  tocount_25 = tocount_26 & ~A_in_not[25];  
  wire  tocount_24 = tocount_25 & ~A_in_not[24];  
  wire  tocount_23 = tocount_24 & ~A_in_not[23];  
  wire  tocount_22 = tocount_23 & ~A_in_not[22];  
  wire  tocount_21 = tocount_22 & ~A_in_not[21];  
  wire  tocount_20 = tocount_21 & ~A_in_not[20];  
  wire  tocount_19 = tocount_20 & ~A_in_not[19];  
  wire  tocount_18 = tocount_19 & ~A_in_not[18];  
  wire  tocount_17 = tocount_18 & ~A_in_not[17];  
  wire  tocount_16 = tocount_17 & ~A_in_not[16];  
  wire  tocount_15 = tocount_16 & ~A_in_not[15];  
  wire  tocount_14 = tocount_15 & ~A_in_not[14];  
  wire  tocount_13 = tocount_14 & ~A_in_not[13];  
  wire  tocount_12 = tocount_13 & ~A_in_not[12];  
  wire  tocount_11 = tocount_12 & ~A_in_not[11];  
  wire  tocount_10 = tocount_11 & ~A_in_not[10];  
  wire  tocount_9 = tocount_10 & ~A_in_not[9];  
  wire  tocount_8 = tocount_9 & ~A_in_not[8];  
  wire  tocount_7 = tocount_8 & ~A_in_not[7];  
  wire  tocount_6 = tocount_7 & ~A_in_not[6];  
  wire  tocount_5 = tocount_6 & ~A_in_not[5];  
  wire  tocount_4 = tocount_5 & ~A_in_not[4];  
  wire  tocount_3 = tocount_4 & ~A_in_not[3];  
  wire  tocount_2 = tocount_3 & ~A_in_not[2];  
  wire  tocount_1 = tocount_2 & ~A_in_not[1];  
  wire  tocount_0 = tocount_1 & ~A_in_not[0];  
  wire [4:0] count_31 = {{4'd0}, tocount_31};  
  wire [4:0] _count_30_T_1 = count_31 + 5'h1;  
  wire [4:0] count_30 = tocount_30 ? _count_30_T_1 : count_31;  
  wire [4:0] _count_29_T_1 = count_30 + 5'h1;  
  wire [4:0] count_29 = tocount_29 ? _count_29_T_1 : count_30;  
  wire [4:0] _count_28_T_1 = count_29 + 5'h1;  
  wire [4:0] count_28 = tocount_28 ? _count_28_T_1 : count_29;  
  wire [4:0] _count_27_T_1 = count_28 + 5'h1;  
  wire [4:0] count_27 = tocount_27 ? _count_27_T_1 : count_28;  
  wire [4:0] _count_26_T_1 = count_27 + 5'h1;  
  wire [4:0] count_26 = tocount_26 ? _count_26_T_1 : count_27;  
  wire [4:0] _count_25_T_1 = count_26 + 5'h1;  
  wire [4:0] count_25 = tocount_25 ? _count_25_T_1 : count_26;  
  wire [4:0] _count_24_T_1 = count_25 + 5'h1;  
  wire [4:0] count_24 = tocount_24 ? _count_24_T_1 : count_25;  
  wire [4:0] _count_23_T_1 = count_24 + 5'h1;  
  wire [4:0] count_23 = tocount_23 ? _count_23_T_1 : count_24;  
  wire [4:0] _count_22_T_1 = count_23 + 5'h1;  
  wire [4:0] count_22 = tocount_22 ? _count_22_T_1 : count_23;  
  wire [4:0] _count_21_T_1 = count_22 + 5'h1;  
  wire [4:0] count_21 = tocount_21 ? _count_21_T_1 : count_22;  
  wire [4:0] _count_20_T_1 = count_21 + 5'h1;  
  wire [4:0] count_20 = tocount_20 ? _count_20_T_1 : count_21;  
  wire [4:0] _count_19_T_1 = count_20 + 5'h1;  
  wire [4:0] count_19 = tocount_19 ? _count_19_T_1 : count_20;  
  wire [4:0] _count_18_T_1 = count_19 + 5'h1;  
  wire [4:0] count_18 = tocount_18 ? _count_18_T_1 : count_19;  
  wire [4:0] _count_17_T_1 = count_18 + 5'h1;  
  wire [4:0] count_17 = tocount_17 ? _count_17_T_1 : count_18;  
  wire [4:0] _count_16_T_1 = count_17 + 5'h1;  
  wire [4:0] count_16 = tocount_16 ? _count_16_T_1 : count_17;  
  wire [4:0] _count_15_T_1 = count_16 + 5'h1;  
  wire [4:0] count_15 = tocount_15 ? _count_15_T_1 : count_16;  
  wire [4:0] _count_14_T_1 = count_15 + 5'h1;  
  wire [4:0] count_14 = tocount_14 ? _count_14_T_1 : count_15;  
  wire [4:0] _count_13_T_1 = count_14 + 5'h1;  
  wire [4:0] count_13 = tocount_13 ? _count_13_T_1 : count_14;  
  wire [4:0] _count_12_T_1 = count_13 + 5'h1;  
  wire [4:0] count_12 = tocount_12 ? _count_12_T_1 : count_13;  
  wire [4:0] _count_11_T_1 = count_12 + 5'h1;  
  wire [4:0] count_11 = tocount_11 ? _count_11_T_1 : count_12;  
  wire [4:0] _count_10_T_1 = count_11 + 5'h1;  
  wire [4:0] count_10 = tocount_10 ? _count_10_T_1 : count_11;  
  wire [4:0] _count_9_T_1 = count_10 + 5'h1;  
  wire [4:0] count_9 = tocount_9 ? _count_9_T_1 : count_10;  
  wire [4:0] _count_8_T_1 = count_9 + 5'h1;  
  wire [4:0] count_8 = tocount_8 ? _count_8_T_1 : count_9;  
  wire [4:0] _count_7_T_1 = count_8 + 5'h1;  
  wire [4:0] count_7 = tocount_7 ? _count_7_T_1 : count_8;  
  wire [4:0] _count_6_T_1 = count_7 + 5'h1;  
  wire [4:0] count_6 = tocount_6 ? _count_6_T_1 : count_7;  
  wire [4:0] _count_5_T_1 = count_6 + 5'h1;  
  wire [4:0] count_5 = tocount_5 ? _count_5_T_1 : count_6;  
  wire [4:0] _count_4_T_1 = count_5 + 5'h1;  
  wire [4:0] count_4 = tocount_4 ? _count_4_T_1 : count_5;  
  wire [4:0] _count_3_T_1 = count_4 + 5'h1;  
  wire [4:0] count_3 = tocount_3 ? _count_3_T_1 : count_4;  
  wire [4:0] _count_2_T_1 = count_3 + 5'h1;  
  wire [4:0] count_2 = tocount_2 ? _count_2_T_1 : count_3;  
  wire [4:0] _count_1_T_1 = count_2 + 5'h1;  
  wire [4:0] count_1 = tocount_1 ? _count_1_T_1 : count_2;  
  wire [4:0] _count_0_T_1 = count_1 + 5'h1;  
  wire [4:0] count_0 = tocount_0 ? _count_0_T_1 : count_1;  
  wire [31:0] _io_ALU_out_T = io_A_in ^ io_B_in;  
  wire [31:0] _io_ALU_out_T_1 = io_A_in | io_B_in;  
  wire [31:0] _io_ALU_out_T_3 = ~_io_ALU_out_T_1;  
  wire [31:0] _io_ALU_out_T_4 = io_A_in & io_B_in;  
  wire [15:0] io_ALU_out_hi = io_B_in[15] ? 16'hffff : 16'h0;  
  wire [15:0] io_ALU_out_lo = io_B_in[15:0];  
  wire [31:0] _io_ALU_out_T_9 = {io_ALU_out_hi,io_ALU_out_lo};  
  wire [23:0] io_ALU_out_hi_1 = io_B_in[7] ? 24'hffffff : 24'h0;  
  wire [7:0] io_ALU_out_lo_1 = io_B_in[7:0];  
  wire [31:0] _io_ALU_out_T_12 = {io_ALU_out_hi_1,io_ALU_out_lo_1};  
  wire [31:0] _io_ALU_out_T_13 = io_ALU_op[0] ? _io_ALU_out_T_9 : _io_ALU_out_T_12;  
  wire [31:0] _GEN_2 = ctrl == 3'h7 ? adder_io_O_out : 32'h0;  
  wire [31:0] _GEN_3 = ctrl == 3'h6 ? _io_ALU_out_T_13 : _GEN_2;  
  wire [31:0] _GEN_4 = ctrl == 3'h5 ? {{31'd0}, io_Less} : _GEN_3;  
  wire [31:0] _GEN_5 = ctrl == 3'h4 ? _io_ALU_out_T_4 : _GEN_4;  
  wire [31:0] _GEN_6 = ctrl == 3'h3 ? _io_ALU_out_T_3 : _GEN_5;  
  wire [31:0] _GEN_7 = ctrl == 3'h2 ? _io_ALU_out_T_1 : _GEN_6;  
  wire [31:0] _GEN_8 = ctrl == 3'h1 ? _io_ALU_out_T : _GEN_7;  
  Adder adder (  
    .io_cin(adder_io_cin),
    .io_A_in(adder_io_A_in),
    .io_B_in(adder_io_B_in),
    .io_zero(adder_io_zero),
    .io_carry(adder_io_carry),
    .io_overflow(adder_io_overflow),
    .io_negative(adder_io_negative),
    .io_O_out(adder_io_O_out)
  );
  assign io_ALU_out = ctrl == 3'h0 ? {{27'd0}, count_0} : _GEN_8;  
  assign io_Zero = adder_io_zero;  
  assign io_Less = io_ALU_op == 4'h7 ? ~adder_io_carry : adder_io_overflow ^ adder_io_negative;  
  assign io_Overflow_out = io_ALU_op[3:1] == 3'h7 & adder_io_overflow;  
  assign adder_io_cin = io_ALU_op[0];  
  assign adder_io_A_in = io_A_in;  
  assign adder_io_B_in = io_B_in;  
endmodule
==> out/metrics.yaml <==
status: "finished with violations"
failed_checks: "negative setup slack"
crit_path_top_delay_cell: "or3_4"
power_density_mw_per_mm2: 25.9
via_per_inst: 5.72
num_antenna_cells: 0
synth_cells: 1183
holdWs_ns: 9.26
postSynthAreaPerCell_um2: 6.81
p_leak_nw: 5.01
core_area_mm2: 0.0158
hold_class: "input pin to output port"
totalPowerFinal_w: 0.000290
fin_crit_ns: 20.96
relSlewSlack: 0.433
postLayoutSetupSlackWorst_ns: -0.0563
drtIter0Drc: 711
grt_pass1_vias: 8419
avgRoutedWirePerCell_um: 16.1
fp_util: 0.509
num_vias: 9412
place_congestion: 0.928
utilization: 0.708
ys_area_mm2: 0.00806
ir_drop_mv: 0.0288
startpoint_type: "input pin"
grt_pass1_wl_um: 41700
synth_cell_types: 89
hold_viol: 0
post-route-period-util: 1.00
ios: 105
cp-endpoint: "io_ALU_out[4]"
slowest_delay_ns: 0.39
rsz0062_at_grt: "true"
routed_wl_um: 26500
syn_area_mm2: 0.00806
cts-hold-fix-buffers: 0
stage_log_warnings: 69
n_clock_buffer: 0
synth_warnings: 0
yosys.stat.seqShare: 0
seq_cell_count: 0
cp.required_ns: 16.72
drt_pre_antenna_iters: 5
path_max_fanout: 3
dieArea_mm2: 0.0166
finalMaxSlewViolations: 0
track_usage: 0.315
crit_top_cell: "buf_4"
port_buffers: 103
fp-row-count: 46
hold_depth: 6
antenna_found_initial: 0
syn_to_final_growth_pct: 39.0
end_kind: "output port"
ant_nets: 0
die_x_um: 129
cp.arrival_ns: 16.78
max_freq_mhz: 47.7
grt_max_degree: 96
startpoint: "io_ALU_op[0]"
fp.dieH_um: 129
drc: 0
place_hpwl_um: 19400
overflow: 0
seq_area_um2: 0
yosysCellCount: 1183
setup_viol: 1
crit_type: "input pin to output port"
tightest_slew_ns: 0.850
drive_gt1_frac: 0.223
cap_violations: 0
[placed cells by master, fill, tap and decap left out, types with 12 or more instances in the layout]
| cell | count |
|---|---|
| buf_4 | 174 |
| nand2_1 | 143 |
| ha_1 | 109 |
| clkdlybuf4s50_1 | 94 |
| inv_1 | 92 |
| nor2_1 | 89 |
| o21ai_0 | 81 |
| a21oi_1 | 69 |
| xor2_1 | 53 |
| xnor2_1 | 50 |
| nand3_1 | 33 |
| a221oi_1 | 20 |
| mux2i_1 | 19 |
| buf_6 | 18 |
| a21o_1 | 17 |
| ha_4 | 16 |
| nor3_1 | 15 |
| and2_1 | 14 |
| o21ai_1 | 13 |
| a222oi_1 | 12 |
[stage by stage]
step           instance area [um^2]  instances  setup slack (ns)  setup TNS, ns
2_1_floorplan                  8080       1183            0.0189              0
3_3_place_gp                  10000       1567             -1.43          -4.57
3_5_place_dp                  10000       1567             -1.53          -4.84
4_1_cts                       10700       1635            0.0104              0
5_1_grt                       11200       1645            -0.519          -1.44
6_report                      11200       1645           -0.0563        -0.0563
[per-layer routing]
metal / GRT usage / wire, um / vias up
li1: - / - / 4798
met1: 0.489 / 13300 / 4317
met2: 0.493 / 11700 / 279
met3: 0.0182 / 1310 / 18
met4: 0.0318 / 246 / 0
met5: 0 / 0 / -
[cells in the mapped netlist (9+ instances only)]
library cell | n | area share
nor2_1 | 96 | 0.045
inv_1 | 100 | 0.047
a21o_1 | 18 | 0.017
nand2b_1 | 13 | 0.010
o21a_1 | 10 | 0.0093
xor2_1 | 53 | 0.058
clkbuf_1 | 38 | 0.018
o22ai_1 | 11 | 0.0085
or2_2 | 13 | 0.010
mux2i_1 | 20 | 0.025
a221oi_1 | 23 | 0.025
a31oi_1 | 10 | 0.0078
o221ai_1 | 9 | 0.0098
a21oi_1 | 73 | 0.045
o2111ai_1 | 11 | 0.012
xnor2_1 | 53 | 0.058
nand3_1 | 33 | 0.021
ha_1 | 125 | 0.19
nor3_1 | 17 | 0.011
a222oi_1 | 12 | 0.015
nand2_1 | 149 | 0.069
o211ai_1 | 9 | 0.0084
a211oi_1 | 15 | 0.014
and2_1 | 15 | 0.012
o21ai_0 | 91 | 0.057
[what timing repair did]
action                     CTS  global route
setup endpoints to repair    4             4
pin swaps                   43            49
resized                     66            83
buffers inserted            68            17
[worst max-delay path, delay by kind of cell]
family                     cells  cell delay [ns]
buffers and inverters         45             5.16
AOI/OAI and AO/OA             16             2.67
and+or+nand+nor               11             1.73
adders and majority gates      7             1.53
xor gates and xnor gates       4             1.29
muxes                          1             0.22
[worst min-delay path by stage]
stage,endpoint,slack [ns],from
final,io_ALU_out[2],9.26,io_B_in[2]
after global routing,io_ALU_out[30],9.31,io_A_in[30]
after CTS,io_ALU_out[2],9.26,io_B_in[2]
[final cells by class]
type               count  area, um^2
repair buffers       293        2510
fillers             1252        4630
multi-input cells   1034        8030
inverters            102         385
well taps            216         270
[logic make-up after synthesis]
family	Yosys count	share of synthesized area
buf+inv	149	0.0725
mux	24	0.0318
xor+xnor	119	0.152
simple gates	394	0.233
compound gates	364	0.304
fa+ha+maj	133	0.207
[where the power goes]
group | switching [W] | leakage [nW] | internal, W | total, W
logic | 0.000143 | 5.01 | 0.000147 | 0.000290
registers | 0 | 0 | 0 | 0
clock network | 0 | 0 | 0 | 0
Power and IR drop assume default switching activity.
